### flow/design.v
module co(a,b,c);
input [3:0] a,b;
output reg [1:0] c;
always @(a)
begin
if(a>b)c=1;
else if (a==b)c=0;
else c=2;
end 
endmodule
module t;
reg [3:0] a,b;
wire [1:0] c;
co cjhkhg(a,b,c);
initial 
begin 
$monitor("a=%b,b=%b,c=%d",a,b,c);
a=4'b1010;b=4'b1000;
#5 a=4'b1000;b=4'b1000;
#5 a=4'b0010;b=4'b1000;
end 
endmodule
### flow/run.sh
#!/bin/bash
# OpenROAD 26Q1-2900-gdf79404cd8, Yosys 0.63+post, stock flow scripts
make -C /OpenROAD-flow-scripts/flow DESIGN_CONFIG=/design/flow/config.mk WORK_HOME=/design/flow/orfs finish
### flow/config.mk
export PLATFORM = sky130hd
export DESIGN_NAME = co
export DESIGN_NICKNAME = co
export VERILOG_FILES = /design/flow/design.v
export SDC_FILE = /design/flow/constraint.sdc
export NUM_CORES = 4
export LEC_CHECK = 1
export CORE_AREA = 10 10 70 70
export DIE_AREA = 0 0 80 80
### flow/constraint.sdc
current_design co

set clk_period 1.7
set clk_io_pct 0.2

create_clock -name clk0 -period $clk_period

set non_clock_inputs [all_inputs -no_clocks]
set_input_delay [expr $clk_period * $clk_io_pct] -clock clk0 $non_clock_inputs
set_output_delay [expr $clk_period * $clk_io_pct] -clock clk0 [all_outputs]
==> results.cfg <==
; generated from flow reports
[yosys]
avgSynthCellArea_um2 = 6.99
ys_seq_share_pct = 0
yosysWarnings = 1
postSynthCellCount = 17
synth_cell_types = 9
yosys-stat-area_um2 = 119
ys_cells = 17
syn_area_um2 = 119

[worst_hold_path]
min_to = c[1]
hold_path_depth = 5
hp-class = in -> out
min-delay-start = a[3]

[critical_path]
setup.worst_path.end_class = primary output
critical-path-top-delay-family = buffers and inverters
cp.arrival_ns = 1.31
critPathSlowestCell = ha_4
critPathBufInv = 2
crit_chain = dlygate4sd2_1 -> ha_4 -> nor2b_1 -> o21bai_1 -> a2bb2oi_1 -> buf_2
worstPathMaxFanout = 3
required_ns = 1.36
worstSetupStartpointType = primary input
path_class = in -> out
path_depth = 6
cp_slowest_stage_delay_ns = 0.27

[final_layout]
mi_logic_area_um2 = 155
clock_buffer_count = 0
regArea_um2 = 0
seq_cells = 0
post-route-util_pct = 9.16
fillers = 401
area_delta_synth_final_pct = 163
drive_above_1_share_pct = 58.6

[pwr]
p_clk_share_pct = 0
power_density_nw_per_um2 = 231
p_total_mw = 0.0723
peakVddDrop_mv = 0.0201
p_sw_mw = 0.0261
pwr-share-comb_pct = 100.0
share_seq_of_total_power_pct = 0
leakagePower_nw = 0.132
p_sw_share_pct = 36.1
p_int_mw = 0.0462

[placed_design]
portBuffers = 10
place_worst_setup_slack_ns = -0.650
gp_congestion = 0.761

[global_routing]
grt_antenna_before_repair = 0
grt_max_degree = 4
grt_first_pass_wirelength_um = 586
grt_usage_pct = 1.06
gr-total-overflow = 0
grt_pass1_vias = 152

[floorplan]
die_x_um = 80
fp_util_pct = 3.48
core-area_um2 = 3420
placementRows = 21
chipArea_um2 = 6400
fp.dieH_um = 80
io_pins = 10

[outcome]
status = completed

[timing]
period_used_pct = 97.3
min_period_ns = 1.65
fmax_mhz = 605
worstMarginPinSlew_ns = 0.172
setup_viol_count_final = 0
layout_setup_ws_ns = 0.0467
grt_setup_unrepaired = false
slew_headroom_pct = 88.6
drv_slew = 0
finalHoldViolations = 0

[routing]
finalWirelength_um = 399
wl_per_cell_um = 5.32
firstDrtPassIters = 1
drc = 0
detail-route-antenna-nets = 0
num_vias = 158
viasPerCell = 2.11
drtIter0Drc = 0
diodes = 0

[cts]
cts_hold_buf = 0

[job]
warning_count = 32
cap_violations = 0
-- cell families (layout without fill, tap and decap cells) --
group                      Yosys count  count (layout)  synth area share [%]
AOI/OAI and AO/OA                    5               5                  28.4
adders and majority gates            4               4                  42.1
and+or+nand+nor                      4               4                  16.9
buffers and inverters                4              16                  12.6
-- cells in the final DEF, fill, tap and decap left out --
| master | count |
|---|---|
| o21bai_1 | 1 |
| a2bb2oi_1 | 1 |
| ha_4 | 3 |
| clkbuf_2 | 2 |
| buf_6 | 1 |
| nor2b_1 | 1 |
| nand2b_4 | 1 |
| a21oi_2 | 1 |
| dlygate4sd2_1 | 3 |
| a21oi_1 | 1 |
| o21a_1 | 1 |
| inv_1 | 1 |
| inv_2 | 3 |
| buf_4 | 1 |
| buf_2 | 4 |
| nand2_2 | 1 |
| nand2_1 | 1 |
| ha_1 | 1 |
| clkdlybuf4s15_1 | 1 |
-- metrics by stage --
step                      TNS (ns)  hold slack, ns  cell area, um^2  instances
after floorplan                  0           0.914              119         17
after global placement       -1.28            1.83              284         74
after detailed placement     -1.30            1.83              284         74
after CTS                        0            1.29              335         75
after global routing             0            1.17              313         75
final                            0            1.13              313         75
-- per-layer routing --
metal / up-vias / wire length [um] / global-route usage (%) / share of wire [%]
li1: 81 / - / - / -
met1: 71 / 172 / 0.989 / 43
met2: 6 / 188 / 2.25 / 47
met3: 0 / 39 / 0.341 / 9.8
met4: 0 / 0 / 0 / 0
met5: - / 0 / 0 / 0
-- cell usage after synthesis --
| master | number | share of area (%) |
|---|---|---|
| nand2_1 | 2 | 6.3 |
| nor2b_1 | 1 | 5.3 |
| inv_1 | 4 | 13 |
| ha_1 | 4 | 42 |
| a21oi_1 | 2 | 8.4 |
| o21a_1 | 1 | 6.3 |
| a2bb2oi_1 | 1 | 7.4 |
| o21bai_1 | 1 | 6.3 |
| nand2b_1 | 1 | 5.3 |
-- tightest hold or removal path, cell delays in order --
cell and delay (ns):
buf_2 0.11, ha_4 0.12, a21oi_1 0.04, o21a_1 0.09
clkbuf_2 0.09
-- power by group through the flow --
| stage | clock (mW) | sequential (mW) | combinational (mW) |
|---|---|---|---|
| 6_report | 0 | 0 | 0.0723 |
| 5_1_grt | 0 | 0 | 0.0812 |
| 4_1_cts | 0 | 0 | 0.0782 |
-- worst max path at each step --
stage                 slack, ns  start   end
after CTS                 0.001   b[3]  c[0]
after global routing     0.0008   a[0]  c[1]
final                      0.05   a[1]  c[0]
-- cell type report --
cell class	count	share of cell area [%]
inverters	4	4.80
repair buffers	12	27.2
multi-input cells	13	49.6
well taps	46	18.4
-- timing repair --
| action | 4_1_cts | 5_1_grt |
|---|---|---|
| pin swaps | 6 | 6 |
| endpoints found under the setup margin | 2 | 2 |
| resized | 31 | 4 |
| setup buffers | 1 | 0 |
No activity file was given, so power comes from the tool's default toggle rates.
