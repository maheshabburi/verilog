### design/flow/run.sh
#!/bin/bash
# OpenROAD 26Q1-2900-gdf79404cd8, Yosys 0.63+post, stock flow scripts
make -C /OpenROAD-flow-scripts/flow DESIGN_CONFIG=/design/flow/config.mk WORK_HOME=/design/flow/orfs finish
### design/flow/config.mk
export PLATFORM = sky130hd
export DESIGN_NAME = mult_4_bit
export DESIGN_NICKNAME = mult_4_bit
export VERILOG_FILES = /design/flow/design.v
export SDC_FILE = /design/flow/constraint.sdc
export NUM_CORES = 4
export LEC_CHECK = 1
export CORE_AREA = 10 10 70 70
export DIE_AREA = 0 0 80 80
### design/flow/constraint.sdc
current_design mult_4_bit

set clk_period 3.8
set clk_io_pct 0.2

create_clock -name clk0 -period $clk_period

set non_clock_inputs [all_inputs -no_clocks]
set_input_delay [expr $clk_period * $clk_io_pct] -clock clk0 $non_clock_inputs
set_output_delay [expr $clk_period * $clk_io_pct] -clock clk0 [all_outputs]
### design/flow/design.v
module mult_4_bit(a,b,out);
input [3:0] a,b;
output [7:0] out;
wire c1,c2,c3,c4,c5,c6;
assign out[0]=a[0]*b[0];
assign {c1,out[1]}=b[0]*a[1]+b[1]*a[0];
assign {c2,out[2]}=b[0]*a[2]+b[1]*a[1]+b[2]*a[0]+c1;
assign {c3,out[3]}=b[0]*a[3]+b[1]*a[2]+b[2]*a[1]+b[3]*a[0]+c2;
assign {c4,out[4]}=b[1]*a[3]+b[2]*a[2]+b[3]*a[1]+c3;
assign {c5,out[5]}=b[2]*a[3]+b[3]*a[2]+c4;
assign {c6,out[6]}=b[3]*a[3]+c5;
assign out[7]=c6;
endmodule
==> reports/summary.txt <==
status - finished, violations left
failing checks - negative setup slack
Final Wtd Congestion - 0.797
fin. max-slew vios - 0
Critical Path End Type - primary output
XOR Share, Synth - 0.0955
first-pass GRT wire length - 1.47 mm
Max FO, Critical Path - 2
YS chip area - 275 µm²
maxcap violations - 0
Layout area overhead - 118%
crit start category - input pin
Simple Share, Synth - 0.345
vias in the first global route - 310
ANT cells - 0
drt total wl - 844 µm
# Cells Yosys - 29
via count - 278
fillers - 393
clkbuf count - 0
DRT iter0 DRCs - 0
leakage - 0.256 nW
Post-synth mux share - 0
Yosys top cell by area - fa_1
period utilization - 1.24
Seq share, synth - 0
GR Util All Layers - 0.0273
Antenna Nets Post-Route - 0
dpl ws - -1.73 ns
Post-route DRC - 0
aggregate global routing overflow - 0
post-synth top area share - 0.364
slew of the pin with the lowest slew margin - 0.138 ns
worst ir drop on vdd - 0.0192 mV
logic area - 347 µm²
top cells, area - fa_1, and2_1, ha_1
port bufs - 16
Die ar. - 6400 µm²
Adder Area Share - 0.545
worst min path class - input pin to primary output
RSZ-0062 raised after global routing - yes
share of post-route cells with drive strength above 1 - 0.540
critical path type - input pin to primary output
die width - 80 µm
Flop area - 0 µm²
CP Data Required Time - 3.04 ns
standard-cell rows - 21
Fmax achieved - 212 MHz
Vert. Die Dim - 80 µm
Critical Path AT - 3.95 ns
most frequent cells in the layout - and2_1, buf_6, clkdlybuf4s50_1, buf_4
Core Footprint - 3420 µm²
synth warn - 0
Via density - 2.90
post-synthesis cell type count - 7
FP Core Util - 0.0806
flip-flops - 0
Pwr Density - 146 nW/µm²
comb area leader - adder cells
Ports - 16
Hold Violations, Final - 0
setup violators final - 4
relative slew slack - 0.907
syn_area_per_cell - 9.49 µm²
Wirelength per Cell - 8.79 µm
dpl hpwl - 789 µm
min cycle time layout - 4.71 ns
Complex Gates by Area - 0
tool warnings - 35
largest net degree at the start of global routing - 5
CTS Hold Bufs - 0
Mapped Cells - 29
synthesized cell area - 275 µm²
final setup margin - -0.912 ns
initial antenna violation count - 0
most common cell after layout, fill and taps aside - and2_1
Tot Pwr - 0.0000878 W
drt pass-1 iters - 1
-- where the power goes --
part / total (W) / internal, W / switching, W
combinational: 0.0000878 / 0.0000585 / 0.0000293
clock: 0 / 0 / 0
sequential: 0 / 0 / 0
-- cell usage after synthesis --
| master | number |
|---|---|
| and2_1 | 14 |
| fa_1 | 5 |
| ha_1 | 4 |
| inv_1 | 1 |
| nand2_1 | 2 |
| xnor2_1 | 2 |
| xor2_1 | 1 |
-- stage by stage --
step	instance area (µm²)	instances	hold WS (ns)	TNS [ns]	utilization
after global routing	601	96	2.09	-3.12	0.176
after detailed placement	558	94	2.56	-6.37	0.163
after global placement	558	94	2.56	-6.23	0.163
final	601	96	2.06	-2.82	0.176
after floorplan	318	29	1.59	-1.87	-
after CTS	593	96	2.07	-3.37	0.174
-- layout make-up --
class	count	area share
Multi-Input combinational cell	28	0.577
Timing Repair Buffer	21	0.321
Tap cell	46	0.0958
Inverter	1	0.00625
-- cell families after synthesis --
group         count (synthesis)
xor+xnor                      3
fa+ha+maj                     9
buf+inv                       1
simple gates                 16
-- repair_timing --
action	CTS	global route
buffers inserted	2	0
resized	42	4
pin swaps	14	7
endpoints found under the setup margin	5	4
cloned	0	0
-- routing by layer --
metal	vias up	track usage	share of wire
li1	131	-	-
met1	145	0.0237	0.30
met2	2	0.0642	0.68
met3	0	0.00227	0.024
met4	0	0	0
met5	-	0	0
-- critical path, cell delays in order --
cell	delay [ns]
buf_8	0.10
and2_4	0.15
ha_4	0.15
fa_1	0.44
ha_2	0.19
xor2_2	0.14
fa_2	0.36
xnor2_2	0.14
fa_1	0.50
inv_2	0.05
ha_4	0.15
xnor2_2	0.13
fa_2	0.35
ha_4	0.27
buf_6	0.07
-- final timing paths --
path	depth (start not counted)	to	from	slack [ns]
setup / recovery	15	out[6]	a[0]	-0.91
hold / removal	5	out[4]	b[1]	2.06
Power figures rest on the tool's default switching activity, not on a simulated workload.
